==> flow/design.v <==
`timescale 1ns/1ns
module uart #(
	parameter baudrate = 115200,
	parameter system_clk_frequency = 100000000,
	parameter VERIFY_EVEN = 1'b1,
	parameter VERIFY_ODD = 1'b0
	)
(
	input				clk,			 
	input				rst_n,			 
	input				datain_rx,		 
	input	[7:0]		datain_tx,		 
	input				receive_data,	 
	input				send_data,		 
	input				load_data,		 
	input				unload_data,	 
	output	wire [7:0]	rx_out,			 
	output	wire 		rx_busy,		 
	output	wire		rx_error,		 
	output 	wire 		tx_out,			 
	output 	wire 		tx_busy			 
);
wire 	clk_rx;		 
wire 	clk_tx;		 
divider #(.divisor(system_clk_frequency/(32*baudrate))) div_rx(			 
	.clk(clk),
	.rst_n(rst_n),
	.clk_divided(clk_rx)
	);
divider #(.divisor(system_clk_frequency/(2*baudrate))) div_tx(			 
	.clk(clk),
	.rst_n(rst_n),
	.clk_divided(clk_tx)
	);
uart_rx rx_module(		 
	.clk_rx(clk_rx),
	.rst_n(rst_n),
	.datain_rx(datain_rx),
	.receive_data(receive_data),
	.unload_data(unload_data),
	.rx_out(rx_out),
	.rx_busy(rx_busy),
	.rx_error(rx_error)
	);
uart_tx tx_module (		 
 	.clk_tx(clk_tx),
 	.rst_n(rst_n),
 	.datain_tx(datain_tx),
 	.load_data(load_data),
 	.send_data(send_data),
 	.tx_out(tx_out),
 	.tx_busy(tx_busy)
 	);
endmodule
`timescale 1ns/1ns
module divider #(parameter divisor=27)
(
	input			clk,			 
	input			rst_n,			 
	output	reg		clk_divided		 
);
reg [9:0] count;
always @(posedge clk or negedge rst_n) begin
	if (!rst_n) begin
		clk_divided<=0;
		count<=0;
	end else if (count!=(2*divisor-1)) begin
		count<=count+1;
		if (count<divisor) begin
			clk_divided<=0;
		end else begin
			clk_divided<=1;
		end
	end else begin
		count<=0;
		clk_divided<=1;
	end
end
endmodule
`timescale 1ns/1ns
module uart_rx	#(
	parameter	VERIFY_EVEN = 1'b1,
	parameter	VERIFY_ODD = 1'b0
	)
(
	input	            clk_rx,			 
	input	            rst_n,			 
	input	            datain_rx,		 
	input	            receive_data,	 
	input	            unload_data,	 
	output	reg	[7:0]	rx_out,			 
	output	reg			rx_busy,		 
	output	reg 		rx_error		 
	);
reg [7:0] 	rx_reg;				 
reg [3:0] 	rx_i;				 
reg [3:0] 	rx_sample_count;	 
reg 		verify_error;		 
reg 		flag;				 
always @(posedge clk_rx or negedge rst_n) begin
	if (!rst_n) begin
		rx_out<=0;
		rx_busy<=0;
		rx_reg<=0;
		rx_i<=0;
		rx_sample_count<=0;
		verify_error<=0;
		rx_error<=0;
		flag<=0;
	end else begin
		if (unload_data) begin
			if (!rx_busy && verify_error==0) begin
				rx_out<=rx_reg;
			end else if (!rx_busy && verify_error==1) begin
				rx_error<=1;
			end
		end
		if (receive_data) begin
			if (!rx_busy && !datain_rx) begin
				rx_sample_count<=rx_sample_count+1;
				if (rx_sample_count==7) begin
					if(datain_rx==0) begin
						rx_busy<=1;
					end
				end
			end
			if (rx_busy) begin
				rx_sample_count<=rx_sample_count+1;
				if (rx_sample_count==7) begin
					if (rx_i>=0 && rx_i<8) begin
						rx_reg[rx_i]<=datain_rx;
						rx_i<=rx_i+1;
					end
					if (rx_i==8) begin
						flag=parity_check(rx_reg,VERIFY_EVEN,VERIFY_ODD);
						if (flag==datain_rx) begin
							verify_error<=0;
						end else begin
							verify_error<=1;
						end
						rx_i<=rx_i+1;
					end
					if (rx_i==9) begin
						rx_busy<=0;
						rx_i<=0;
					end
				end
			end
		end
		if (!receive_data) begin
			rx_i<=0;
			rx_busy<=0;
		end
	end
end
function parity_check;
	input	[7:0]	data;		 
	input			even;		 
	input			odd;		 
	reg 	[3:0]	count;		 
	reg 			xor_temp;	 
	begin
		xor_temp=data[0];
		for(count=1;count<8;count=count+1)
		begin
			xor_temp=xor_temp^data[count];
		end
		if (even) begin
			parity_check=xor_temp;
		end else if (odd) begin
			parity_check=~xor_temp;
		end
	end
	endfunction
endmodule
`timescale 1ns/1ns
module uart_tx	#(
	parameter VERIFY_EVEN = 1'b1,
	parameter VERIFY_ODD = 1'b0
	)
  (
  	input	    clk_tx,	         
  	input	    rst_n,	         
  	input [7:0] datain_tx,	     
  	input	    load_data,	     
  	input	    send_data,	     
  	output reg	tx_out,			 
  	output reg	tx_busy			 
  	);
reg [7:0]	tx_reg; 	 
reg [3:0]	tx_i; 		 
reg 		tx_parity;	 
always @(posedge clk_tx or negedge rst_n) begin
	if (!rst_n) begin
		tx_out<=1;
		tx_busy<=0;
		tx_reg<=0;
		tx_i<=0;
		tx_parity<=0;
	end else begin
		if (load_data) begin
		   if (!tx_busy) begin
		   	 tx_reg=datain_tx;
		   	 tx_busy<=1;
		   	 tx_parity<=parity(tx_reg,VERIFY_EVEN,VERIFY_ODD);
		   end
	    end
	    if (tx_busy && send_data) begin
	    	case(tx_i)
	    	0:begin
	    		tx_out<=0;
	    		tx_i<=tx_i+1;
	    	end
	    	1,2,3,4,5,6,7,8:begin
	    		tx_out<=tx_reg[tx_i-1];
	    		tx_i<=tx_i+1;
	    	end
	    	9:begin
	    		tx_out<=tx_parity;
	    		tx_i<=tx_i+1;
	    	end
	    	10:begin
	    		tx_out<=1;
	    		tx_busy<=0;
	    		tx_i<=0;
	    	end
	    	default:tx_out<=1;
	    	endcase
	    end
	    if (!send_data) begin
	    	tx_i<=0;
	    	tx_out<=1;
	    end
	end
end
function parity;
	input	[7:0]	data;		 
	input			even;		 
	input			odd;		 
	reg 	[3:0]	count;		 
	reg 			xor_temp;	 
	begin
		xor_temp=data[0];
		for(count=1;count<8;count=count+1)
		begin
			xor_temp=xor_temp^data[count];
		end
		if (even) begin
			parity=xor_temp;
		end else if (odd) begin
			parity=~xor_temp;
		end
	end
	endfunction
endmodule
==> flow/run.sh <==
#!/bin/bash
# OpenROAD 26Q1-2900-gdf79404cd8, Yosys 0.63+post, stock flow scripts
make -C /OpenROAD-flow-scripts/flow DESIGN_CONFIG=/design/flow/config.mk WORK_HOME=/design/flow/orfs finish
==> flow/config.mk <==
export PLATFORM = sky130hd
export DESIGN_NAME = uart
export DESIGN_NICKNAME = uart
export VERILOG_FILES = /design/flow/design.v
export SDC_FILE = /design/flow/constraint.sdc
export NUM_CORES = 4
export LEC_CHECK = 1
export CORE_UTILIZATION = 30
==> flow/constraint.sdc <==
current_design uart

set clk_period 1.8
set clk_io_pct 0.2

create_clock -name clk0 -period $clk_period [get_ports {clk}]

set non_clock_inputs [all_inputs -no_clocks]
set_input_delay [expr $clk_period * $clk_io_pct] -clock clk0 $non_clock_inputs
set_output_delay [expr $clk_period * $clk_io_pct] -clock clk0 [all_outputs]
==> flow_summary_export.csv <==
group,metric,value,unit
placement,dp_hpwl,4160,um
critical_path,arrival,1.69,ns
layout,reg.largest.list,"div_rx.count x10, div_tx.count x10",
layout,fillCellCount,1016,
logic_synthesis,syn_area,0.00330,mm^2
global_route,grt_max_degree,34,
logic_synthesis,synth-area-yosys,0.00330,mm^2
placement,dpl_worst_slack,0.310,ns
status,outcome,"complete, no violations",
clock_network,cts_setup_buffers,0,
sta,post-route-min-period,1.51,ns
pwr,leakagePower,1.61,nW
sta,untimed_endpoints,54,
clock_network,tritoncts,"done",
critical_path,crit_type,"reg2reg",
clock_network,cts_root_buf,"clkbuf_8",
routing,num_vias,2255,
logic_synthesis,synth_top_cell_by_area,"dfrtp_1",
worst_hold_path,hp-class,"in2async",
logic_synthesis,syn_inst,316,
sta,setup_viol,0,
sta,grt_setup_unrepaired,"no",
sta,worstMarginPinSlew,0.767,ns
die,die_h,107,um
global_route,antenna_found_initial,0,
logic_synthesis,ys_cells,316,
routing,drt_iter0_markers,51,
logic_synthesis,yosysMostFrequentCell,"dfrtp_1",
pwr,power.density,243,mW/mm^2
pwr,power,0.911,mW
clock_network,cts_resized,0,
pwr,ir_worst_vdd,0.203,mV
die,fp_util,0.314,
sta,skew,0.00103,ns
logic_synthesis,async_flop_share,1.00,
layout,drive_gt1_frac,0.0765,
logic_synthesis,ys_seq_frac,0.486,
clock_network,cts_hold_buf,0,
sta,period_used_share,0.839,
critical_path,startpoint,"div_tx.count[2]",
critical_path,timing.rr.start,"div_tx.count[2]",
routing,antennaDiodeCount,0,
sta,final_hold_viol_count,0,
clock_network,cts_buffers,3,
routing,drt-pass1-iter-count,4,
sta,fmaxAchievable,0.662,GHz
global_route,grt_use_total,0.103,
clock_network,clock_path_buffers,2,
routing,wl_per_cell,11.4,um
global_route,overflow,0,
layout,area_growth,13.6,%
job,drv_cap,0,
logic_synthesis,avgSynthCellArea,10.4,um^2
logic_synthesis,ys_warn_count,4,
clock_network,clkTransAtPathRegs,0.07,ns
logic_synthesis,top_cells_by_area,"dfrtp_1 (48%), xnor2_1 (6.1%), ha_1 (5.7%)",
routing,drc,0,
logic_synthesis,top_area_frac,0.478,
logic_synthesis,synth.cells.most_frequent,"dfrtp_1 (63), nand2_1 (39), xnor2_1 (23)",
sta,fin_setup_tns,0,ns
die,ios,27,
sta,relSlewSlack,0.488,
die,die-area,0.0114,mm^2
sta,unclocked_regs,42,
critical_path,cp.required,1.98,ns
placement,globalplace.congestion,0.840,
critical_path,rrSetupSlack,0.29,ns
logic_synthesis,synthFlopType,"dfrtp_1",
logic_synthesis,ys_types,48,
sta,layout_setup_ws,0.290,ns
critical_path,cp-end-kind,"flip-flop",
routing,wirelength,5430,um
routing,avgViaCountPerCell,4.74,
logic_synthesis,edf_count,0,
routing,ant_nets,0,
global_route,grt_pass1_wl,9650,um
die,core_area,0.0105,mm^2
critical_path,cp_max_fo,5,
clock_network,clock.latency.late_pin,0.25,ns
die,die_x,107,um
logic_synthesis,ys_ff,64,
placement,numPortBuffers,26,
job,openroad.warnings,35,
critical_path,crit_path_start_kind,"flip-flop",
sta,final_max_slew_viol_count,0,
layout,final_util,0.357,
die,num_rows,37,
clock_network,htreeDepth,1,
global_route,grt_pass1_vias,2105,
-- cells in the final DEF (no fill, tap or decap), drive strengths merged, types with 13 or more instances in the layout --
master,instances
a21oi,13
clkdlybuf4s50,25
dfrtp,63
ha,15
inv,13
mux2,14
nand2,39
nand3,13
nor2,20
xnor2,23
-- per-stage QoR --
step | cells | hold WS, ns | area [um^2]
3_3_place_gp | 473 | 0.457 | 3710
5_1_grt | 476 | 0.220 | 3750
2_1_floorplan | 316 | 0.0644 | 3300
3_5_place_dp | 473 | 0.458 | 3710
4_1_cts | 476 | 0.178 | 3750
6_report | 476 | 0.150 | 3750
-- metal layers --
metal | routed length, um | vias to the layer above | global-route usage | share of wire
met5 | 0 | - | 0 | 0
met4 | 24 | 0 | 0.00783 | 0.0044
met3 | 72 | 2 | 0.00682 | 0.013
met2 | 2470 | 13 | 0.156 | 0.45
met1 | 2870 | 1089 | 0.173 | 0.53
li1 | - | 1151 | - | -
-- worst paths after layout --
kind                                       to  depth (start not counted)
max                           div_tx.count[9]                          5
min                           div_rx.count[2]                          1
max reg2reg                   div_tx.count[9]                          5
min reg2reg                   div_rx.count[9]                          1
max in group asynchronous  div_tx.clk_divided                          1
min in group clk0             div_rx.count[9]                          1
-- worst max-delay path: stages, from the launching register on --
cell and delay [ns]:
dfrtp_1 0.41, and2_1 0.18, and3_1 0.18, nand4_1 0.16, or3_1 0.37, a21oi_1 0.14
-- report_power, final --
part           switching (mW)  total [mW]  internal, mW
clock network           0.143       0.291         0.149
registers                   0       0.494         0.494
logic                  0.0676       0.125        0.0576
total                   0.210       0.911         0.701
-- cells by family after synthesis --
family / share of synthesized area
buf+inv: 0.0250
compound gates: 0.101
mux: 0.0652
fa+ha+maj: 0.0569
xor+xnor: 0.0903
simple gates: 0.176
flops: 0.486
-- cell type report --
type	instances	area, um^2	area share
multi-input combinational	232	1610	0.431
clock buffer	3	41.3	0.0110
tap	136	170	0.0454
timing repair buffer	28	270	0.0721
inverter	13	48.8	0.0130
sequential	64	1600	0.428
Power and IR drop assume default switching activity.
